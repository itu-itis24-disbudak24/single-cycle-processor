[./design.v]
module InstructionMemory(
    output logic [31:0]out_inst , 
    input  logic [9:0]address   
);
logic [31:0]instructions[0:1023] ; 
    initial begin
        for (int i = 0; i < 256; i++) instructions[i] = 32'b0;
        instructions[0] = 32'h00a00093;  
        instructions[1] = 32'h00a00113;  
        instructions[2] = 32'h06300193;  
        instructions[3] = 32'h00302023; 
        instructions[4] = 32'h00002203; 
        instructions[5] = 32'h00208463; 
        instructions[6] = 32'h03700293;  
        instructions[7] = 32'h00100313;  
        instructions[8] = 32'h00000013; 
    end
assign  out_inst = instructions[address];
endmodule
[./run.sh]
#!/bin/bash
# OpenROAD 26Q1-2900-gdf79404cd8, Yosys 0.63+post, stock flow scripts
make -C /OpenROAD-flow-scripts/flow DESIGN_CONFIG=/design/flow/config.mk WORK_HOME=/design/flow/orfs finish
[./config.mk]
export PLATFORM = sky130hd
export DESIGN_NAME = InstructionMemory
export DESIGN_NICKNAME = InstructionMemory
export VERILOG_FILES = /design/flow/design.v
export SDC_FILE = /design/flow/constraint.sdc
export NUM_CORES = 4
export LEC_CHECK = 1
export CORE_AREA = 10 10 70 70
export DIE_AREA = 0 0 80 80
export SYNTH_MEMORY_MAX_BITS = 65536
[./constraint.sdc]
current_design InstructionMemory

set clk_period 2.3
set clk_io_pct 0.2

create_clock -name clk0 -period $clk_period

set non_clock_inputs [all_inputs -no_clocks]
set_input_delay [expr $clk_period * $clk_io_pct] -clock clk0 $non_clock_inputs
set_output_delay [expr $clk_period * $clk_io_pct] -clock clk0 [all_outputs]
==> summary.txt <==
State of the implementation.

- The run finished with clean final reports.
- Recorded from the global router log, the overflow total was 0.
- The final critical path takes up 98.4% of the cycle.
- Once detailed placement completed, the half-perimeter wirelength came to 1.19 mm.
- The startpoint identified for the worst hold timing path is address[3].
- The instance area after placement is 694 um^2, for reference.
- The cell type with the highest aggregate area in the netlist is sky130_fd_sc_hd__buf_4, for reference.
- The flow reported a cell area power density of 85.8 mW/mm^2.
- The chip area is 0.00640 mm^2, for reference.
- The final total power is 0.0669 mW, for reference.
- The worst setup slack after layout is 36.9 ps, for reference.
- The Yosys warning count is 1, for reference.
- After synthesis, the most frequently instantiated cells are sky130_fd_sc_hd__buf_4, sky130_fd_sc_hd__a21oi_1, sky130_fd_sc_hd__ha_1.
- The OpenROAD report gives the critical path a required time of 1840 ps.
- Summing all non-filler instances in the final layout gives an area of 779 um^2.
- The highest supply drop recorded on VDD is 23.7 uV.
- The critical path is of the input pin to primary output type.
- The number of antenna diodes is 0, for reference.
- The DRC violation count after routing is 0, for reference.
- The number of detailed-routing iterations run before antenna repair is 2, for reference.
- The final-report hold violation count is 0, for reference.
- In this run the core area contains 21 standard-cell rows.
- Entering global routing, the biggest net connects 16 pins.
- The fraction of layout cells with a size suffix above 1 is 40.2%, for reference.
- The timing-limited maximum frequency is 442 MHz, for reference.
- The first global-routing pass estimated 2.15 mm of wire.
- The max-slew violation total from the final report is 0, for reference.
- The violation tally from detailed-route iteration zero is 34, for reference.
- The detail-routed via count per cell is 3.27, for reference.
- The number of nets with antenna violations after detailed routing is 0, for reference.
- The average cell area after synthesis is 7.01 um^2, for reference.
- The static power due to leakage is 0.419 nW, for reference.
- Per the OpenROAD floorplan log, the width of the die is 80 um.
- The initial antenna violation count is 0, for reference.
- The path class of the tightest hold or removal check is input pin to primary output.
- The layout has 0 clock buffers.
- The number of sequential cells is 0, for reference.
- The distinct cell type count after synthesis is 23, for reference.
- The I/O pin count is 42, for reference.
- The count of instantiated cells in the yosys netlist is 58, for reference.
- Counting every instance in the synthesized netlist gives 58.
- Wires add up to 1.50 mm.
- The total number of warnings across the stage logs is 38, for reference.
- The chip area line of the yosys report is 407 um^2, for reference.
- In the Yosys report, the sequential cells make up 0% of the chip area.
- Summing all flip-flop and latch instances after layout gives 0 um^2.
- By area the synthesized netlist is led by sky130_fd_sc_hd__buf_4, sky130_fd_sc_hd__ha_1, sky130_fd_sc_hd__a21oi_1.
- Between the synthesized netlist and the finished layout, the area growth was recorded as 91.7%.
- The capture endpoint of the worst hold path is out_inst[1], for reference.
- STA classifies the critical path startpoint as an input pin.
- The final RePlAce weighted congestion is 0.707, for reference.
- The library cell with the highest instance count after synthesis is sky130_fd_sc_hd__buf_4, for reference.
- The detailed router placed 451 vias in this run.
- The data arrival time of the worst path is 1800 ps, for reference.
- The pre-placement core utilization is 11.9%, for reference.
- The worst slack after detailed placement is -451 ps, for reference.
- The post-synthesis instance area is 407 um^2, for reference.
- The all-layer global routing usage is 4.09%, for reference.
- The quantity of I/O buffers inserted on ports is 26, for reference.
- Along the worst path, the maximum fanout reaches 4.
- The endpoint type of the worst setup path is a primary output, for reference.
- The number of global-route vias before repair was 435.
- The synthesized design devotes to its leading area cell type 33.2% of total area.
- Dividing the detail-routed wire length by the instance count gives 10.9 um.
- Per the finish-stage timing summary, setup violations number 0.
- The tool flagged a number of max-cap violations equal to 0.
- The floorplan step set the die height to 80 um.
- The smallest clock period supported by the final layout is computed as 2260 ps.
- The accumulated negative setup slack is 0 ps, for reference.
- The area of the core region is 0.00342 mm^2, for reference.
- The worst hold path was traced through 3 stages.
## per-stage QoR
stage,util [%],instances,hold slack [ps]
floorplan,-,71,933
global route,22.8,138,1460
detailed placement,20.3,130,1950
finish,22.8,138,1400
CTS,22.3,137,1490
global placement,20.3,130,1960
## cell families (layout without fill, tap and decap cells)
family,Yosys count,in the layout,synth area share (%)
fa+ha+maj,5,5,15.4
other cells,1,14,0.922
mux,1,1,2.46
simple gates,21,21,33.8
compound gates,7,7,9.23
buf+inv,23,44,38.2
## critical path, cell delays in order
cell	delay, ps
sky130_fd_sc_hd__clkdlybuf4s15_2	200
sky130_fd_sc_hd__buf_6	120
sky130_fd_sc_hd__inv_2	60
sky130_fd_sc_hd__buf_4	110
sky130_fd_sc_hd__ha_2	170
sky130_fd_sc_hd__and4b_1	210
sky130_fd_sc_hd__clkdlybuf4s50_1	470
## power by group
part / switching (mW) / internal, mW
clock: 0 / 0
combinational: 0.0294 / 0.0375
sequential: 0 / 0
## final cells by class
type / count / area (um^2)
Fill cell: 380 / 2640
Timing Repair Buffer: 41 / 368
Multi-Input combinational cell: 48 / 343
Tap cell: 46 / 57.6
Inverter: 3 / 11.3
## cell usage in the layout (no fill, tap or decap), types with 2 or more instances in the layout
| cell | instances |
|---|---|
| sky130_fd_sc_hd__a21oi_1 | 3 |
| sky130_fd_sc_hd__a21oi_2 | 3 |
| sky130_fd_sc_hd__buf_2 | 4 |
| sky130_fd_sc_hd__buf_4 | 10 |
| sky130_fd_sc_hd__buf_6 | 4 |
| sky130_fd_sc_hd__clkdlybuf4s50_1 | 3 |
| sky130_fd_sc_hd__conb_1 | 14 |
| sky130_fd_sc_hd__dlygate4sd2_1 | 15 |
| sky130_fd_sc_hd__dlymetal6s2s_1 | 2 |
| sky130_fd_sc_hd__ha_1 | 2 |
| sky130_fd_sc_hd__ha_2 | 3 |
| sky130_fd_sc_hd__inv_2 | 2 |
| sky130_fd_sc_hd__nand2_1 | 3 |
| sky130_fd_sc_hd__nand2b_1 | 2 |
| sky130_fd_sc_hd__nor2_1 | 4 |
## worst max path at each step
stage | startpoint | endpoint | slack [ps] | cells past startpoint
after CTS | address[2] | out_inst[10] | 2 | 4
after global routing | address[1] | out_inst[10] | -4 | 7
final | address[1] | out_inst[10] | 40 | 7
## metal layers
metal,track usage (%),vias to the layer above,routed length (um)
met4,0,0,0
met1,5.74,199,647
li1,-,227,-
met2,6.02,25,660
met5,0,-,0
met3,1.70,0,192
## what timing repair did
| action | in CTS | in global routing |
|---|---|---|
| setup buffers | 7 | 1 |
| pin swaps | 8 | 0 |
| gates resized | 52 | 3 |
| setup endpoints to repair | 18 | 7 |
| hold buffers | 0 | 0 |
Power figures rest on the tool's default switching activity, not on a simulated workload.
