### config.mk
export PLATFORM = sky130hd
export DESIGN_NAME = RegisterFile
export DESIGN_NICKNAME = RegisterFile
export VERILOG_FILES = /design/flow/design.v
export SDC_FILE = /design/flow/constraint.sdc
export NUM_CORES = 4
export LEC_CHECK = 1
export CORE_UTILIZATION = 30
### constraint.sdc
current_design RegisterFile

set clk_period 11.2
set clk_io_pct 0.2

create_clock -name clk0 -period $clk_period [get_ports {clk}]

set non_clock_inputs [all_inputs -no_clocks]
set_input_delay [expr $clk_period * $clk_io_pct] -clock clk0 $non_clock_inputs
set_output_delay [expr $clk_period * $clk_io_pct] -clock clk0 [all_outputs]
### design.v
module RegisterFile(
    input logic clk,
    input logic rst,
    input logic write,  
    input logic [4:0]rs_1,
    input logic [4:0]rs_2,
    input logic [4:0]dst_r,  
    input logic [31:0]data,  
    output logic [31:0]out_r1,
    output logic [31:0]out_r2
);
logic [31:0]registers[0:31];
assign registers[0] = 32'b0;
always_comb begin
    out_r1 = registers[rs_1];
    out_r2 = registers[rs_2];
end
always_ff@(posedge clk or negedge rst )begin
    if(!rst)begin
        for(int i = 1 ; i<32 ; i++)begin
            registers[i] <= 32'b0;
        end
    end
    else begin
        if(write && dst_r != 5'b0)begin  
            registers[dst_r] <= data;
        end
    end
end
endmodule
### run.sh
#!/bin/bash
# OpenROAD 26Q1-2900-gdf79404cd8, Yosys 0.63+post, stock flow scripts
make -C /OpenROAD-flow-scripts/flow DESIGN_CONFIG=/design/flow/config.mk WORK_HOME=/design/flow/orfs finish
==> flow_summary.json <==
{
  "status": "complete, no violations",
  "critical_path_arrival_ns": 6.84,
  "grt_remaining_overflow": 0,
  "clock_sinks": 992,
  "synth_top_flop_cell": "sky130_fd_sc_hd__dfrtp_1",
  "antenna_violations_before_repair": 17,
  "die_height_um": 411,
  "chip_area_um2": 169000,
  "finalMaxSlewViolations": 0,
  "layout_min_cycle_time_ns": 9.08,
  "power.density_cell_area_nw_per_um2": 173,
  "die_width_um": 411,
  "critical_path.startpoint_type": "primary input",
  "hold_viol_final": 0,
  "crit_path_frequent_cell": "sky130_fd_sc_hd__clkdlybuf4s50_1",
  "slowest_stage": "sky130_fd_sc_hd__a2111oi_0",
  "synth.distinct_cells": 61,
  "warning_count": 41,
  "max_cap_violations": 0,
  "worst_r2r_path_depth": 1,
  "hp-start": "registers[27][0]$_DFFE_PN0P_",
  "ioPinCount": 114,
  "tritoncts_clock_tree": "done",
  "power_frac_clock": 0.372,
  "core_area_um2": 166000,
  "simple_gate_area_frac": 0.118,
  "path_class": "primary input to output port",
  "clock_tree.htree_level_count": 3,
  "drive_gt1_frac": 0.347,
  "logic_family": "multiplexers",
  "fin_cells": 6551,
  "clock-skew-final_ns": 0,
  "multiplexer_area_fraction_after_synthesis": 0.224,
  "post_route_antenna_net_violation_count": 0,
  "reg2reg_setup_slack_ns": 10.31,
  "holdPathEnd": "registers[27][0]$_DFFE_PN0P_",
  "final_period_util": 0.811,
  "clockRootBuffer": "sky130_fd_sc_hd__clkbuf_16",
  "area_share_of_xor_xnor_cells_in_the_synthesized_design": 0,
  "enable_flop_cells": 0,
  "drt_iter0_drc": 5394,
  "syn_area_cell_um2": 11.8,
  "firstDrtPassIters": 12,
  "fp-row-count": 149,
  "syn-instance-count": 4275,
  "biggestRegsByFlops": "registers x992",
  "largest_reg_flops": 992,
  "post_dp_cell_area_um2": 54400,
  "relative_contribution_of_sequential_cells_to_total_power": 0.487,
  "insertion_delay_ns": 0.73,
  "routabilityCongestion": 1.06,
  "drc_errors": 0,
  "avgViaCountPerCell": 6.54,
  "min_path_cells": 1,
  "intPower_w": 0.00719,
  "largest_register": "registers",
  "cp_slowest_stage_delay_ns": 0.99,
  "cts.clk_slew.worst_paths_ns": 0.06,
  "setup_repair_after_global_routing_missed_its_margin": "no",
  "worst_ep_required_time_ns": 8.96,
  "grt_pass1_vias": 41900,
  "grt_max_degree": 124,
  "slew_hr": 0.151,
  "power_leakage_nw": 26.3,
  "hold_buffers": 0,
  "power_switching_w": 0.00291,
  "cts.repair_timing.setup_buffer_count": 0,
  "avgRoutedWirePerCell_um": 36.5,
  "final-setup-viol-count": 0,
  "ys_sh_aoi": 0.128,
  "numPortBuffers": 113,
  "ys_warn_count": 2,
  "worstPathMaxFanout": 41,
  "wirelength_mm": 239,
  "cts_made_buffers": 108,
  "flow.area_growth_from_synthesis_pct": 15.8,
  "final_cell_area_um2": 58200,
  "post_synth_fa_ha_maj_area_fraction": 0,
  "groute.usage.overall": 0.288,
  "timing.critical_path.cells": "clkdlybuf4s50_1, and2_4, and2_2, buf_4, a2111oi_0, nand3_1, or4_1, clkdlybuf4s50_1",
  "yosys-stat-cells": 4275,
  "fin_tns_setup_ns": 0,
  "grt_pass1_wl_mm": 332,
  "achievable-frequency_mhz": 110,
  "final_hpwl_dp_mm": 142,
  "worstSetupEndpointType": "output port",
  "timing.rr.end": "registers[1][30]$_DFFE_PN0P_",
  "worst_slew_pin_slew_ns": 1.27,
  "yosys.stat.chipArea_um2": 50300,
  "critical_path.reg2reg.startpoint": "registers[1][30]$_DFFE_PN0P_",
  "max-clock-path-buffers": 3,
  "switching_share": 0.288,
  "worst_hold_path_type": "register to register",
  "mappedNetlistArea_um2": 50300,
  "power.combinational.fraction": 0.141,
  "post_cts.resized_instances": 0,
  "synth-async-reset-ratio": 1.00,
  "core_util_floorplan": 0.303,
  "ir_worst_vdd_mv": 0.123,
  "placed_cells_incl_taps": 6325,
  "synth.yosys.seq_area_share": 0.494,
  "vias": 42800,
  "ys.flops": 992
}
## cell usage in the layout (no fill, tap or decap), types with 109 or more instances in the layout
cell                              Yosys  layout
sky130_fd_sc_hd__a2111oi_0          121     121
sky130_fd_sc_hd__clkbuf_16            0     109
sky130_fd_sc_hd__mux2_2             991     991
sky130_fd_sc_hd__dfrtp_1            992     992
sky130_fd_sc_hd__a22oi_1            603     603
sky130_fd_sc_hd__buf_4               10     193
sky130_fd_sc_hd__and3_1             427     427
sky130_fd_sc_hd__nand2_1            133     121
sky130_fd_sc_hd__clkdlybuf4s50_1      0     112
sky130_fd_sc_hd__nand4_1            156     156
## metal layers
metal	GRT usage	routed length [µm]
met3	0.172	38400
met5	0.0175	359
met2	0.388	97700
met4	0.142	15900
met1	0.365	87000
## critical path: cells and delay by family
| family | cells | cell delay (ns) |
|---|---|---|
| buffers and inverters | 3 | 1.65 |
| AND-OR/OR-AND | 1 | 0.99 |
| AND/OR/NAND/NOR | 4 | 1.91 |
## Yosys cell counts (8+ instances only)
| cell type | number | share of area |
|---|---|---|
| sky130_fd_sc_hd__buf_2 | 57 | 0.0057 |
| sky130_fd_sc_hd__a32oi_1 | 15 | 0.0026 |
| sky130_fd_sc_hd__nand2_1 | 133 | 0.0099 |
| sky130_fd_sc_hd__or4_1 | 60 | 0.0090 |
| sky130_fd_sc_hd__nor2_1 | 71 | 0.0053 |
| sky130_fd_sc_hd__dfrtp_1 | 992 | 0.49 |
| sky130_fd_sc_hd__a2111oi_2 | 19 | 0.0057 |
| sky130_fd_sc_hd__nand2b_1 | 12 | 0.0015 |
| sky130_fd_sc_hd__nor3_1 | 11 | 0.0011 |
| sky130_fd_sc_hd__and3_1 | 427 | 0.053 |
| sky130_fd_sc_hd__nor3b_1 | 14 | 0.0021 |
| sky130_fd_sc_hd__nand3b_1 | 9 | 0.0013 |
| sky130_fd_sc_hd__a22oi_1 | 603 | 0.090 |
| sky130_fd_sc_hd__nand3_1 | 71 | 0.0071 |
| sky130_fd_sc_hd__a22o_1 | 8 | 0.0014 |
| sky130_fd_sc_hd__clkbuf_1 | 330 | 0.025 |
| sky130_fd_sc_hd__a2111oi_0 | 121 | 0.021 |
| sky130_fd_sc_hd__buf_1 | 46 | 0.0034 |
| sky130_fd_sc_hd__a21oi_1 | 8 | 0.00080 |
| sky130_fd_sc_hd__buf_4 | 10 | 0.0015 |
| sky130_fd_sc_hd__nand4_1 | 156 | 0.019 |
| sky130_fd_sc_hd__mux2_2 | 991 | 0.22 |
| sky130_fd_sc_hd__a221oi_1 | 8 | 0.0014 |
## power groups by stage
stage / Combinational [W] / Sequential, W / Clock [W]
finish: 0.00143 / 0.00492 / 0.00375
global route: 0.00153 / 0.00499 / 0.00390
CTS: 0.00142 / 0.00488 / 0.00377
## worst max path at each step
| stage | to | cells after the start | slack (ns) | start |
|---|---|---|---|---|
| global route | out_r2[18] | 8 | 2.28 | rs_2[3] |
| finish | out_r2[18] | 8 | 2.12 | rs_2[3] |
| CTS | out_r2[18] | 8 | 2.48 | rs_2[3] |
## through the flow
| stage | hold WS [ns] | total power (W) | setup WS (ns) | utilization |
|---|---|---|---|---|
| CTS | 0.511 | 0.0101 | 2.48 | 0.351 |
| global route | 0.533 | 0.0104 | 2.28 | 0.351 |
| finish | 0.513 | 0.0101 | 2.12 | 0.351 |
| floorplan | 0.478 | 0.00555 | 5.15 | - |
| global placement | 0.494 | 0.00632 | 2.46 | 0.329 |
| detailed placement | 0.497 | 0.00635 | 2.49 | 0.329 |
## cells by family (layout without fill, tap and decap cells)
group,count (synthesis),in the layout
multiplexers,1001,1001
buffers and inverters,453,518
other,0,22
AND-OR/OR-AND,815,815
AND/OR/NAND/NOR,1014,1014
flip-flops,992,992
## final cells by class
class                           count  area (µm²)
Clock inverter                     40         457
Tap cell                         2189        2740
Fill cell                       15900      108000
Timing Repair Buffer              310        2670
Inverter                            4        15.0
Sequential cell                   992       24800
Antenna cell                       22        55.1
Clock buffer                      164        3260
Multi-Input combinational cell   2830       24200
Power figures rest on the tool's default switching activity, not on a simulated workload.
